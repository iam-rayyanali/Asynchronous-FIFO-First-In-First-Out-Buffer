File: design/flow/config.mk
export PLATFORM = sky130hd
export DESIGN_NAME = async_fifo
export DESIGN_NICKNAME = async_fifo
export VERILOG_FILES = /design/flow/design.v
export SDC_FILE = /design/flow/constraint.sdc
export NUM_CORES = 4
export LEC_CHECK = 1
export CORE_UTILIZATION = 50
File: design/flow/constraint.sdc
current_design async_fifo

set clk_period 6.1
set clk_io_pct 0.2

create_clock -name clk0 -period $clk_period [get_ports {rd_clk}]
create_clock -name clk1 -period $clk_period [get_ports {wr_clk}]

set non_clock_inputs [all_inputs -no_clocks]
set_input_delay [expr $clk_period * $clk_io_pct] -clock clk0 $non_clock_inputs
set_output_delay [expr $clk_period * $clk_io_pct] -clock clk0 [all_outputs]
File: design/flow/design.v
`timescale 1ns / 1ps
module async_fifo#(
    parameter data_width = 8,
    parameter add_width = 4
    )(
      input wire [data_width -1:0]data_in,
      input wire wr_en,
      input wire wr_rst,
      input wire wr_clk,
      output wire full,
      output reg [data_width-1:0]data_out,
      input wire rd_en,
      input wire rd_rst,
      input wire rd_clk,
      output wire empty
);
    localparam depth = 1<<add_width;   
    reg [data_width-1:0]mem[0:depth-1];
    reg [add_width :0] wr_ptr_bin,wr_ptr_gray;
    reg [add_width :0] rd_ptr_bin, rd_ptr_gray;
    reg [add_width:0] wr_ptr_gray_sync_rd1, wr_ptr_gray_sync_rd2;
    reg [add_width:0] rd_ptr_gray_sync_wr1, rd_ptr_gray_sync_wr2;
    always @(posedge wr_clk or posedge wr_rst)begin 
        if(wr_rst)begin
            wr_ptr_bin <= 0; 
            wr_ptr_gray <= 0;
            rd_ptr_gray_sync_wr1 <= 0;
            rd_ptr_gray_sync_wr2 <= 0;
        end else begin
            if(wr_en && !full)begin
                mem[wr_ptr_bin[add_width-1:0]] <= data_in;
                wr_ptr_bin <= wr_ptr_bin +1;
                wr_ptr_gray <= (wr_ptr_bin +1)^((wr_ptr_bin+1)>>1);    
            end
            rd_ptr_gray_sync_wr1 <= rd_ptr_gray;
            rd_ptr_gray_sync_wr2 <= rd_ptr_gray_sync_wr1;
       end
    end
    always @(posedge rd_clk or posedge rd_rst)begin
        if(rd_rst)begin
            rd_ptr_bin <= 0;
            rd_ptr_gray <= 0;
            wr_ptr_gray_sync_rd1 <= 0;
            wr_ptr_gray_sync_rd2 <= 0;
         end else begin
            if(rd_en && !empty)begin
                data_out <= mem[rd_ptr_bin[add_width-1:0]];
                rd_ptr_bin <= rd_ptr_bin +1;
                rd_ptr_gray <= (rd_ptr_bin + 1)^((rd_ptr_bin+1)>>1);
            end
            wr_ptr_gray_sync_rd1 <= wr_ptr_gray;
            wr_ptr_gray_sync_rd2 <= wr_ptr_gray_sync_rd1;
         end
     end
    function automatic [add_width:0] gray_to_bin(input[add_width:0]gray);
        integer i;
        begin
            gray_to_bin[add_width] = gray[add_width];
            for(i = add_width-1; i>=0 ; i=i-1)
                gray_to_bin[i] = gray_to_bin[i+1]^gray[i];
        end
     endfunction
     wire[add_width:0]wr_ptr_gray_to_bin = gray_to_bin(wr_ptr_gray);
     wire[add_width:0]rd_ptr_gray_to_bin = gray_to_bin(rd_ptr_gray);
     wire[add_width:0]rd_ptr_gray_sync_wr2_to_bin  = gray_to_bin(rd_ptr_gray_sync_wr2);
     wire[add_width:0]wr_ptr_gray_sync_rd2_to_bin = gray_to_bin(wr_ptr_gray_sync_rd2);
    assign full = (wr_ptr_gray_to_bin[add_width]  != rd_ptr_gray_sync_wr2_to_bin[add_width]) && (wr_ptr_gray_to_bin[add_width-1:0]  == rd_ptr_gray_sync_wr2_to_bin[add_width-1:0]);
    assign empty = (rd_ptr_gray_to_bin == wr_ptr_gray_sync_rd2_to_bin);
endmodule
File: design/flow/run.sh
#!/bin/bash
# OpenROAD 26Q1-2900-gdf79404cd8, Yosys 0.63+post, stock flow scripts
make -C /OpenROAD-flow-scripts/flow DESIGN_CONFIG=/design/flow/config.mk WORK_HOME=/design/flow/orfs finish
==> results.txt <==
flow finished, numbers: outcome complete, no violations, Core Footprint around 13000 um^2, register area share after synthesis 72.4%, initial antenna violation count 0, port bufs 22, Hold Crit Depth 0, count of tool warnings 32, Detailed Route Iter0 Violations 357, CP max-delay cell clkdlybuf4s50_1, row cnt 42, ratio of cells with drive above 1 in the final layout roughly 15%, Seq cells post-synth 176, # Cells Yosys 459, width of the chip 121 um, Final Wtd Congestion ~0.93, kind of critical path flop to output pin, RSZ-0062 raised after global routing false, Post-DP Area around 7500 um^2, pwr/cell area 519 nW/um^2, final WL about 16 mm, Setup Total Neg Slack 0 ns, Slew HR 40.5%, clock sink total 176, Mapped Area 7030 um^2, Worst Skew roughly 0.0067 ns, Commonest flop edfxtp_1, critical path's largest stage delay between 0.4 and 0.5 ns, Critical Path RT 4.88 ns, Critical Path Sink Type output pin, Die ar. 14500 um^2, cells on worst reg2reg path 7, Avg Cell Area, Syn 15.3 um^2, hold_ws about 0.3 ns, Detail Placement HPWL 10.4 mm, crit-path max FO 5, worst ir drop on vdd 0.000206 V, min-delay src rd_ptr_gray[0], Hold Violations, Final 0, drt pass-1 iters 6, number of post-CTS setup repair buffers 0, worst-margin pin slew 0.889 ns, critical path data arrival time 1.84 ns, largest net degree at the start of global routing approximately 43, gr ovfl total 0, fraction of registers with async set/reset approximately 23%, Yosys chip area 7030 um^2, hold_buf cts 0, Synth Instances 459, die height 121 um, CP startpoint kind flop, vias in the first global route 4291, Antenna Diode Count 0, Area growth syn-to-layout 16.5%, vias per inst 6.02, total power 0.00425 W, DRC Markers 0, worst r2r src rd_ptr_bin[0], Ys Warns 2, Initial Utilization 52.2%, distinct lib cells 44, IO Pins 24, clock slew at reported path FFs 0.07 ns, GRT Total Usage 26.9%, reg-to-reg slack, setup 3.49 ns, Hold Path Sink rd_ptr_gray_sync_wr1[0], FF-to-FF End data_out[1], clock tree from TritonCTS done, max cap viols 0, first-pass GRT wire length 25.9 mm, cts repair resizes 0, pins over their slew limit 0, Leak Pwr roughly 2.8 nW, Finished Cell Area 8190 um^2, routed len/inst 23.7 um, setup violators final 0, worst min path class flop to flop, via count ~4.2k, post-route ant nets 0, EDFF count, synth 136, critical path, cell by cell xnor2_1 > nand3_1 > nor2_1 > clkdlybuf4s50_1, # fillers 1034
==> area by class of cell <==
type / count / area, um^2 / share of cell area (%)
inverters: 9 / 33.8 / 0.412
clock inverters: 14 / 136 / 1.67
clock buffers: 22 / 529 / 6.46
repair buffers: 46 / 400 / 4.89
well taps: 176 / 220 / 2.69
flip-flops and latches: 176 / 5080 / 62.1
multi-input cells: 248 / 1790 / 21.8
==> report_power, final <==
part | switching [W] | internal (W) | total, W
Sequential | 0.000132 | 0.00152 | 0.00166
Combinational | 0.000845 | 0.000577 | 0.00142
Clock | 0.000457 | 0.000712 | 0.00117
Total | 0.00143 | 0.00281 | 0.00425
==> how the worst max path moves through the flow <==
stage,cells past startpoint,slack (ns),from,to
after CTS,4,3.02,wr_ptr_gray[1],full
after global routing,4,2.86,wr_ptr_gray[0],full
final,4,3.04,wr_ptr_gray[1],full
==> logic make-up after synthesis <==
logic type,share of synthesized area [%]
XOR/XNOR,3.74
AND/OR/NAND/NOR,5.29
adder cells (fa/ha/maj),1.42
AND-OR/OR-AND,11.1
multiplexers,3.90
buffers and inverters,2.24
flip-flops,72.4
==> cells in the mapped netlist (all sizes together) (4+ instances only) <==
cell type	count	share of area [%]
a21oi	21	1.5
nor3	19	1.4
dfrtp	40	14
nand2	27	1.4
edfxtp	136	58
o211ai	4	0.43
a22o	7	0.87
a2111oi	4	0.77
clkbuf	12	0.64
mux2i	6	0.85
ha	8	1.4
inv	9	0.48
xor2	4	0.50
a22oi	26	2.8
nor2	14	0.75
a222oi	6	0.85
xnor2	26	3.2
a31oi	5	0.45
nand3	5	0.36
o21ai	12	0.91
buf	14	1.1
mux2	15	2.4
o22ai	5	0.45
==> per-layer routing <==
metal  wire [um]  part of all wire (%)  track usage, %  vias up
met5           0                     0               0        -
met4         381                   2.3            5.32        0
met3        2370                    14            15.8       28
met2        7210                    44            36.1      235
met1        6390                    39            42.2     2040
li1            -                     -               -     1860
==> state kept, by name (all words and copies together) (netlist names) <==
register / cells
mem: 128
data_out: 8
rd_ptr_bin: 5
rd_ptr_gray: 5
rd_ptr_gray_sync_wr1: 5
rd_ptr_gray_sync_wr2: 5
wr_ptr_bin: 5
wr_ptr_gray: 5
wr_ptr_gray_sync_rd1: 5
wr_ptr_gray_sync_rd2: 5
==> placed cells by master, fill, tap and decap left out, types with 5 or more instances in the layout <==
master and count:
a21oi_1 21, a222oi_1 6, a22o_1 7, a22oi_1 26, a31oi_1 5, buf_4 24, clkbuf_16 21, clkdlybuf4s50_1 22
clkinv_2 5, dfrtp_1 40, edfxtp_1 136, ha_1 8, inv_1 9, mux2_2 15, mux2i_1 6, nand2_1 27
nand3_1 5, nor2_1 14, nor3_1 19, o21ai_0 10, o22ai_1 5, xnor2_1 26
==> stage by stage <==
stage / utilization (%) / instances / setup slack [ns]
2_1_floorplan: - / 459 / 3.17
3_3_place_gp: 55.9 / 655 / 3.13
3_5_place_dp: 55.9 / 655 / 3.10
4_1_cts: 60.9 / 691 / 3.02
5_1_grt: 60.9 / 691 / 2.86
6_report: 60.9 / 691 / 3.04
==> worst max-delay path, delay by kind of cell, from the launching register on <==
kind                      cells  cell delay (ns)
buffers and inverters         1             0.46
DFF                           1             0.41
and+or+nand+nor               2             0.36
xor gates and xnor gates      1             0.18
No activity file was given, so power comes from the tool's default toggle rates.
